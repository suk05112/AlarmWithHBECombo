<file path="flow/config.mk">
export PLATFORM = sky130hd
export DESIGN_NAME = CH3_WATCH
export DESIGN_NICKNAME = CH3_WATCH
export VERILOG_FILES = /design/flow/design.v
export SDC_FILE = /design/flow/constraint.sdc
export NUM_CORES = 4
export LEC_CHECK = 1
export CORE_UTILIZATION = 30
</file>
<file path="flow/constraint.sdc">
current_design CH3_WATCH

set clk_period 7.4
set clk_io_pct 0.2

create_clock -name clk0 -period $clk_period [get_ports {CLK}]

set non_clock_inputs [all_inputs -no_clocks]
set_input_delay [expr $clk_period * $clk_io_pct] -clock clk0 $non_clock_inputs
set_output_delay [expr $clk_period * $clk_io_pct] -clock clk0 [all_outputs]
</file>
<file path="flow/design.v">
	 module CH3_WATCH(RESETN, CLK, o_data,
					SET_HOUR, SET_MIN, SET_SEC, 
					HOUR, MIN, SEC,
					STATE,  hello, OK);
   input RESETN, CLK;
	input [6:0]SET_HOUR, SET_MIN, SET_SEC;
	input o_data;
	input [2:0]STATE;
	input OK;
	output [6:0]HOUR, MIN, SEC;
	output [7:0]hello;
	reg [7:0]hello;
	integer CNT_SOUND;
	wire [7:0]AP_DATA;
	integer TIME;
   integer CNT;
   integer CNT_SCAN;
   reg[6:0] HOUR, MIN, SEC;
   reg ampm =0;
	reg [3:0] ampm_data;
   reg [6:0]alarm_hour = 3,alarm_min = 30, alarm_sec = 0;
	reg [3:0] alarm_ap =4'b1010;
   always@(posedge CLK)
   begin
      if(~RESETN)
         CNT = 0;
      else
         begin
            if(CNT >=9999)
               CNT = 0;
            else
               CNT = CNT + 1;
         end
   end
 always@(posedge CLK)
   begin
      if(~RESETN)
         SEC = 0;
      else
         begin
				if(OK>0 && STATE == 1)
						SEC = SET_SEC;
            else if(CNT == 9999)
               begin
                  if(SEC >=59)
                     SEC = 0;
                  else
                     SEC = SEC + 1;
               end
         end
   end
   always@(posedge CLK)
   begin
      if(~RESETN)
         MIN = 0;
      else
         begin
				if(OK>0 && STATE == 1)
						MIN = SET_MIN;
            else if((CNT == 9999)&&(SEC ==59))
               begin
                  if(MIN >=59)
                     MIN = 0;
						else
                     MIN = MIN + 1;
               end
         end
   end
 always@(posedge CLK)
   begin
      if(~RESETN) begin
         HOUR = 0;
			TIME = 0;
			end
      else
         begin
				if(OK>0&& STATE == 1)
						HOUR = SET_HOUR;
            else if((CNT == 9999)&&(SEC ==59)&&(MIN==59))
               begin
                  if(HOUR > 23)
                     HOUR = 0;
                  else
                     HOUR = HOUR + 1;
					end 
         end
   end
	endmodule
</file>
<file path="flow/run.sh">
#!/bin/bash
# OpenROAD 26Q1-2900-gdf79404cd8, Yosys 0.63+post, stock flow scripts
make -C /OpenROAD-flow-scripts/flow DESIGN_CONFIG=/design/flow/config.mk WORK_HOME=/design/flow/orfs finish
</file>
==> run summary <==
Here are the numbers from the latest Yosys + OpenROAD run.

The total of warnings raised by yosys is 9. Registers are responsible for 58.3% of the overall power. The main area contributors are dfxtp_1 (37%), xor2_1 (8.2%), nor2_1 (6.2%). The insertion delay at the late pin of the worst-skew pair is ~0.31 ns. The number of global-route vias before repair came out at 2,384.

In this run the standard cell core region covers 0.00928 mm². The count of final max-slew check failures is 0. The count of flip-flops with a built-in enable after synthesis is 0. Setup repair after global routing left no endpoint under its margin. STA on the placed design reports a worst setup slack of 4.10 ns.

Per the detail_route report, routed wire per instance is roughly 13 µm. The die outline area is 0.0100 mm². The number of DRC violations after detailed routing came out at 0. The post-CTS setup buffer count is 0. The placer's final routability congestion estimate came out at 0.811. The H-tree depth reported by CTS came out at 2. The report lists the power per cell area as 144 mW/mm². The critical path class is in2reg. STA classifies the critical path startpoint as an input pin.

The row count came out at 35. The total via count after detailed routing came out at 2,701. The TritonCTS sink count came out at between 50 and 60. The ratio of cells with drive above 1 in the final layout came out at 4.79%. The internal power consumption came out at slightly below 0.0004 W.

The routed design could run at a clock period as short as 3.00 ns. The switching fraction of total power came out at 23.1%. The data arrival time of the critical path came out at 3.22 ns. Per the finish-stage timing summary, setup violations number 0.

After detailed routing, the total wire length is 6.87 mm. The worst setup path startpoint is STATE[2]. Setup slack on the critical path of the routed design comes to 4.40 ns. The number of antenna repair diodes came out at 0. The flow ran to the end, and the final reports show no timing, DRC or antenna violations. The critical-path maximum fanout is 24. The maximum operating frequency came out at 334 MHz. The number of filler instances in the final layout is 968. The horizontal die size is 100 µm. The buffer_ports step reported a buffer count of 47. The global-route wire length before repair came out at 11.4 mm. The final worst-path cycle share came out at 40.5%. For this design, the CTS-stage hold fixing added 0 buffers. The synthesis stats list as the most numerous cell dfxtp_1. The number of flip-flops and latches in the synthesized netlist is 53. The clock tree skew after final layout is 0.0123 ns. The overall routing resource usage is 14.0%.

The DRC violation total after the first TritonRoute iteration is roughly 90. The count of antenna-violating nets left after detailed routing came out at 0. The clock passes through at most 2 buffers.

The clock network fraction of design power came out at 32.3%. After synthesis, the netlist uses 55 different library cells. For the worst min-delay path, the startpoint reported by OpenROAD is CNT[0]$_SDFF_PP0_.

STA classifies the critical path endpoint as a flop. The overall power of the completed layout came out at 0.000514 W. The relative slew slack came out at between 40% and 50%. The required time at the endpoint of the critical path is 7.62 ns. The number of hold violations in the final report is 0.

The average cell area after synthesis came out at 8.10 µm². Recorded from the global router log, the overflow total was 0. Sequential cells were found to cover 36.8% of the synthesized design area. By count the netlist is led by dfxtp_1 (53), nor2_1 (48), nand3_1 (33). The launch point of the worst register-to-register path is recorded as CNT[7]$_SDFF_PP0_. After clock tree synthesis, the repair step resized 0 gates. The sum of negative setup slack is 0 ns.

The power share of the combinational group is 9.4%. The count of warning messages emitted by the tools is 26. The number of cell instances after yosys synthesis came out at 356.

Post-synthesis, Yosys gives the total cell area as 0.00289 mm². The largest total area in the synthesized netlist belongs to dfxtp_1. In the synthesized netlist the async set-or-reset flop fraction comes to 0%. The clock-pin slew reported for the worst setup and hold paths after clock tree synthesis is around 0.090 ns. The number of maximum-capacitance violations recorded for the run is 0. Per the synth stats, the flop cell with the highest instance count is dfxtp_1. The number of antenna violations at the first check in global routing came out at 0.

The worst hold margin came out at 0.461 ns. The power spent charging and discharging nets came out at 0.000119 W. The final HPWL from detailed placement is 4.76 mm. The peak supply drop came out at 0.0697 mV. The depth of the worst hold-timing path is 1. The clock buffer count from CTS came out at 5. From bottom edge to top edge, the die measures 100 µm. The worst-margin pin slew came out at 0.747 ns.

For the worst flop-to-flop path, the logic depth is 5. Per the CTS log, the root buffer master is clkbuf_8. The total iterations of the first detailed-routing run came out at 4. The area added between synthesis and finish came out at 23.2%. The synthesized netlist cell count came out at approximately 360. The cell area that synthesis handed to floorplanning was 0.00289 mm². The leakage dissipation is 1.20 nW. Pin placement for this block handled roughly 57 I/O pins. The core utilization at floorplan is 31.1%. The via-per-instance ratio is around 5.1. The worst hold path belongs to the class reg2reg. The share of synthesized area in the top cell type comes to 36.8%. The clock tree from TritonCTS is built. The pin count of the biggest net entering global routing came out at 36.
## through the flow
stage	instance area, µm²	utilization [%]	std cells
6_report	3550	38.3	526
2_1_floorplan	2910	-	363
4_1_cts	3550	38.3	526
5_1_grt	3550	38.3	526
3_5_place_dp	3470	37.4	519
3_3_place_gp	3470	37.4	519
## power by group through the flow
stage | Combinational, W | Sequential (W) | Clock (W)
after CTS | 0.0000489 | 0.000299 | 0.000173
after global routing | 0.0000536 | 0.000300 | 0.000184
final | 0.0000483 | 0.000299 | 0.000166
## kinds of logic after synthesis
kind of cell	after synthesis	share of synthesized area, %
buf+inv	28	4.68
flops	53	36.8
other cells	1	0.130
simple gates	181	33.3
xor+xnor	31	9.41
fa+ha+maj	4	1.73
compound gates	57	13.6
mux	1	0.347
## placed cells by master (no fill, tap or decap), types with 6 or more instances in the layout
| cell | Yosys | final |
|---|---|---|
| nor2_1 | 48 | 48 |
| and3_1 | 6 | 6 |
| dfxtp_1 | 53 | 53 |
| a21oi_1 | 11 | 11 |
| clkdlybuf4s50_1 | 0 | 47 |
| conb_1 | 1 | 8 |
| nor4_1 | 9 | 9 |
| nand3_1 | 33 | 33 |
| xor2_1 | 27 | 27 |
| clkbuf_8 | 0 | 6 |
| a31oi_1 | 9 | 9 |
| a211oi_1 | 6 | 6 |
| nand2_1 | 26 | 26 |
| nand4_1 | 17 | 17 |
| nor3_1 | 10 | 10 |
| o21ai_0 | 6 | 6 |
## worst max-delay path, stage by stage
cell and delay (ns):
clkdlybuf4s50_1 0.52, nand4bb_1 0.14, buf_4 0.28, o211ai_1 0.24, o41a_1 0.41, o22ai_1 0.15
## metal layers
layer,part of all wire (%),vias up,global-route usage (%)
met5,0,-,0
met4,1.2,0,2.01
met3,4.5,10,1.77
met2,46,56,22.7
met1,49,1261,20.7
li1,-,1374,-
## flip-flops by register name, summed over array words and instances (netlist names)
signal and flops:
SEC 7, HOUR 7, MIN 7, CNT 32
## layout make-up
type                       count  area (µm²)  area share (%)
clock buffer                   7        86.3            2.43
multi-input combinational    282        1730            48.7
tap                          129         161            4.54
timing repair buffer          51         500            14.1
inverter                       4        15.0           0.422
sequential                    53        1060            29.8
## final timing paths
check	slack [ns]	to
max	4.40	MIN[2]$_SDFFE_PN0P_
min	0.46	CNT[0]$_SDFF_PP0_
max reg2reg	4.79	SEC[4]$_SDFFE_PN0P_
min reg2reg	0.46	CNT[0]$_SDFF_PP0_
Power figures rest on the tool's default switching activity, not on a simulated workload.
