File: design/flow/run.sh
#!/bin/bash
# OpenROAD 26Q1-2900-gdf79404cd8, Yosys 0.63+post, stock flow scripts
make -C /OpenROAD-flow-scripts/flow DESIGN_CONFIG=/design/flow/config.mk WORK_HOME=/design/flow/orfs finish
File: design/flow/config.mk
export PLATFORM = sky130hd
export DESIGN_NAME = CH3_WT_VFD
export DESIGN_NICKNAME = CH3_WT_VFD
export VERILOG_FILES = /design/flow/design.v
export SDC_FILE = /design/flow/constraint.sdc
export NUM_CORES = 4
export LEC_CHECK = 1
export CORE_UTILIZATION = 40
File: design/flow/constraint.sdc
current_design CH3_WT_VFD

set clk_period 3.9
set clk_io_pct 0.2

create_clock -name clk0 -period $clk_period [get_ports {CLK}]

set non_clock_inputs [all_inputs -no_clocks]
set_input_delay [expr $clk_period * $clk_io_pct] -clock clk0 $non_clock_inputs
set_output_delay [expr $clk_period * $clk_io_pct] -clock clk0 [all_outputs]
File: design/flow/design.v
module CH3_WT_VFD(
	RESETN, CLK, 
	DEC_H10,DEC_H1,DEC_M10,DEC_M1,DEC_S10,DEC_S1,
	LCD_DATA, LCD_RW, LCD_RS, LCD_E, AP_DATA,
	OUT1, OUT2, OUT3, shift,a
);
input a;
input CLK, RESETN;
input [7:0]OUT1, OUT2, OUT3, shift;
wire [7:0]OUT1, OUT2, OUT3;
input [7:0]DEC_H10,DEC_H1,DEC_M10,DEC_M1,DEC_S10,DEC_S1;
input [7:0]AP_DATA;
output LCD_RS, LCD_RW,LCD_E;
output [7:0]LCD_DATA;
reg LCD_RS, LCD_RW;
reg [7:0]LCD_DATA;
wire LCD_E;
reg[2:0]STATE;
parameter 
      DELAY= 3'b000,
      FUNCTION_SET = 3'b001,
      ENTRY_MODE = 3'b010,
      DISP_ONOFF = 3'b011,
      LINE1 = 3'b100,
	   LINE2 = 3'b101;
integer CNT;
always@(posedge CLK)
begin 
   if(RESETN ==1'b0)
      STATE = DELAY;
   else
      begin
         case(STATE)
            DELAY:
               if(CNT ==70) STATE = FUNCTION_SET;
            FUNCTION_SET:
               if(CNT ==30) STATE = DISP_ONOFF;
            DISP_ONOFF:
               if(CNT ==30) STATE = ENTRY_MODE;
            ENTRY_MODE:
               if(CNT ==30) STATE = LINE1;
            LINE1:
               if(CNT ==20) STATE = LINE1;
            LINE2:
               if(CNT ==20) STATE = LINE1;
            default: STATE = DELAY;
         endcase
      end
end
always@(posedge CLK)
begin   
   if(RESETN == 1'b0)
      CNT =0;
   else 
      case(STATE)
            DELAY:
               if(CNT >=70) CNT =0;
               else CNT = CNT+1;
            FUNCTION_SET:
               if(CNT >=30) CNT =0;
               else CNT = CNT+1;
            DISP_ONOFF:
               if(CNT >=30) CNT =0;
               else CNT = CNT+1;
            ENTRY_MODE:
               if(CNT >=30) CNT =0;
               else CNT = CNT+1;
            LINE1:
               if(CNT >=20) CNT =0;
               else CNT = CNT+1;
            LINE2:
               if(CNT >=20) CNT =0;
               else CNT = CNT+1;
            default:CNT=0;
         endcase
end
always@(posedge CLK)
begin
   if(RESETN== 1'b0)
      begin   
         LCD_RS=1'b1;
         LCD_RW=1'b1;
         LCD_DATA = 8'b00000010;
      end
   else
      begin
         case(STATE)
            FUNCTION_SET :
               begin
                  LCD_RS=1'b0;
                  LCD_RW=1'b0;
                  LCD_DATA = 8'b00110100;  
               end
            DISP_ONOFF:
               begin
                  LCD_RS=1'b0;
                  LCD_RW=1'b0;
                  LCD_DATA = 8'b00001100;
               end
            ENTRY_MODE:
               begin
                  LCD_RS=1'b0;
                  LCD_RW=1'b0;
                  LCD_DATA = 8'b00000110;
               end
             LINE1:
               begin
                  LCD_RW = 1'b0; 
                  case(CNT)            
                     0:
									begin   
										LCD_RS=1'b0;
										LCD_DATA = 8'b10000000;
									end
                     1:							
									begin   
										LCD_RS=1'b1;
										LCD_DATA = DEC_H10;
									end
                     2:
									begin  
										LCD_RS=1'b1; 
										LCD_DATA = DEC_H1;
									end								
                     3:
									begin   
										LCD_RS=1'b1;
										LCD_DATA = 8'b00111010;  
									end						
                     4:
									begin   
										LCD_RS=1'b1;
										LCD_DATA = DEC_M10;
									end								
                     5:
									begin   
										LCD_RS=1'b1;
										LCD_DATA = DEC_M1;
									end
                     6:
									begin   
										LCD_RS=1'b1; 
										LCD_DATA = 8'b00111010;  
									end								
                     7:
									begin   
										LCD_RS=1'b1;
										LCD_DATA = DEC_S10;	
									end
                     8:
									begin   
										LCD_RS=1'b1;
									   LCD_DATA = DEC_S1; 
									end
                     9:
                        begin   
                           LCD_RS=1'b1;
                           LCD_DATA = 8'b00100000;
                        end
                     10:
                        begin   
                           LCD_RS=1'b1;
                           LCD_DATA = 8'b00100000;
                        end
                     11:
                        begin   
                           LCD_RS=1'b1;
                           LCD_DATA = AP_DATA;
                        end
                     12:
                        begin   
                           LCD_RS=1'b1;
                           LCD_DATA = 8'b01001101;  
                        end
                     13:
                        begin   
                           LCD_RS=1'b1;
                           LCD_DATA = a;
                        end
                     14:
                        begin   
                           LCD_RS=1'b1;
                           LCD_DATA = OUT1;
                        end
                     15:
                        begin   
                           LCD_RS=1'b1;
                           LCD_DATA = OUT2;
                        end
                     16:
                        begin   
                           LCD_RS=1'b1;
									LCD_DATA = OUT3;
                        end
                     default:
                        begin
                           LCD_RS=1'b1;
                           LCD_DATA = 8'b00100000;		 
                        end
                     endcase
               end
            LINE2:
               begin
                  LCD_RW=1'b0;
                  case(CNT)
                     0:
                        begin   
                           LCD_RS=1'b0;
                           LCD_DATA = 8'b11000000;
                        end
                     1:
                        begin   
                           LCD_RS=1'b1;
                           LCD_DATA = 8'b00100000;
                        end
                     2:
                        begin   
                           LCD_RS=1'b1;
                           LCD_DATA = 8'b01001101; 
                        end
                     3:
                        begin   
                           LCD_RS=1'b1;
                           LCD_DATA = 8'b00010000; 
                        end
                     4:
                        begin   
                           LCD_RS=1'b1;
                           LCD_DATA = 8'b00100000;
                        end
                     5:
                        begin   
                           LCD_RS=1'b1;
                           LCD_DATA = 8'b00100000;
                        end
                     6:
                        begin   
                           LCD_RS=1'b1;
                           LCD_DATA = 8'b00100000;
                        end
                     7:
                        begin   
                           LCD_RS=1'b1;
                           LCD_DATA = 8'b00100000;
                        end
                     8:
                        begin   
                           LCD_RS=1'b1;
                           LCD_DATA = 8'b00100000;
                        end
                     9:
                        begin   
                           LCD_RS=1'b1;
                           LCD_DATA = 8'b00100000;
                        end
                     10:
                        begin   
                           LCD_RS=1'b1;
                           LCD_DATA = 8'b00100000;
                        end
                     11:
                        begin   
                           LCD_RS=1'b1;
                           LCD_DATA = 8'b00100000;
                        end
                     12:
                        begin   
                           LCD_RS=1'b1;
                           LCD_DATA = 8'b00100000;
                        end
                     13:
                        begin   
                           LCD_RS=1'b1;
                           LCD_DATA = 8'b00100000;
                        end
                     14:
                        begin   
                           LCD_RS=1'b1;
                           LCD_DATA = 8'b00100000;
                        end
                     15:
                        begin   
                           LCD_RS=1'b1;
                           LCD_DATA = 8'b00100000;
                        end
                     16:
                        begin   
                           LCD_RS=1'b1;
                           LCD_DATA = 8'b00100000;
                        end
                     default:
                        begin
                           LCD_RS=1'b1;
                           LCD_DATA = 8'b00100000;
                        end
                     endcase
               end
            default:
               begin
                  LCD_RS=1'b1;
                  LCD_RW=1'b1;
                  LCD_DATA = 8'b00000000;
               end
         endcase
   end 
end
assign LCD_E = !CLK;
endmodule
==> results.toml <==
# implementation run metrics
[run_status]
status = "finished clean"

[final_layout]
utilization_pct = 56.1
fin_area_sq_um = 4140
mostFrequentLayoutCells = "93 x clkdlybuf4s50_1, 47 x dfxtp_1, 34 x nor2_1"
layout_top_cell = "clkdlybuf4s50_1"
drive_gt1_share_pct = 4.54
areaGrowthSynthToFinish_pct = 33.3
instances_no_fill = 562
fillerInstances = 691

[final_timing]
rsz0062_at_grt = "no"
slew_violations = 0
setup_violations = 0
tns_ns = 0
hold_viol_final = 0
timing.final.ws_setup_ns = 0.381
tightest_slew_ns = 0.741
worst_hold_slack_ns = 0.504
skew_ns = 0.00808
relSlewSlack_pct = 50.6

[global_routing]
first_global_vias = 2970
grt_overflow = 0
grt_pass1_wl_microns = 16300
grtUsageTotal_pct = 25.5
antenna_found_initial = 0
grt_max_degree = 42

[placed_design]
placedCellCount = 554
gp_congestion = 0.886
dp_slack_ns = 0.707
dp_hpwl_microns = 7450
port_buffers = 93
placed_area_sq_um = 4040

[route]
first_pass_iters = 4
wl_met3_microns = 519
avgViaCountPerCell = 5.66
drc = 0
route.layer.met1.wl_microns = 4860
wl_microns = 9950
antenna_left = 0
drt_iter0_drc = 169
detailroute.wirelength.met2_microns = 4470
antenna-diode-count = 0
highest_layer = "met4"
routedWlPerCell_microns = 17.7
vias = 3179

[cts]
cts_tree = "yes"
cts_hold_buf = 0
cts-resized-gates = 0
clk_latency_ns = 0.30
path_clk_slew_ns = 0.09
ctsRootBufferMaster = "clkbuf_8"
post_cts_buffers = 0
cts_buffer_depth = 2
h-tree-depth = 2
cts_buffers = 5

[synth]
ys_ff = 47
synth_async_sr_flop_share_pct = 0
edf_count = 0
syn_inst = 387
ys_warn_count = 1
ys_area_sq_um = 3100
syn_avg_cell_area_sq_um = 8.02
synth.distinct_cells = 60
ff_type = "dfxtp_1"
synth-cells-yosys = 387
syn-cell-area_sq_um = 3100
synth_seq_share_pct = 30.3

[floorplanning]
io_pins = 102
std_cell_rows = 31
core_sq_um = 7370
die_area_sq_um = 8110
fp_util_pct = 42.1
die.size.y_microns = 90.1
fp.dieW_microns = 90.1

[critical_path]
arrival_ns = 2.74
cp.required_ns = 3.12
cp-start-kind = "clock port"
crit_path_end_kind = "output pin"
ff2ff_path_depth = 7
worstPathMaxFanout = 10
crit_type = "clk -> out"

[flow_run]
cap_viol_max_count = 0
warning_count = 39

[pwr]
total_power_mw = 1.03
power.density_nw_per_um2 = 249
p_leak_nw = 1.43
peakVddDrop_uv = 200

[hold_path]
min_path_type = "reg -> reg"
holdPathStages = 2
worst paths after layout:
check,slack [ns],startpoint,end
setup reg to reg,1.08,CNT[0],CNT[2]
hold / removal,0.50,STATE[0],STATE[3]
hold reg to reg,0.50,STATE[0],STATE[3]
setup / recovery,0.38,CLK,LCD_E
kinds of logic (layout without fill, tap and decap cells):
logic type	Yosys count	in the layout	share of synthesized area, %
AND/OR/NAND/NOR	169	169	30.9
AND-OR/OR-AND	97	97	22.4
flip-flops	47	47	30.3
buffers and inverters	41	117	6.29
XOR/XNOR	23	23	6.49
multiplexers	6	6	1.94
adder cells (fa/ha/maj)	4	4	1.61
final cells by class:
| type | instances | area (sq um) | share of cell area [%] |
|---|---|---|---|
| Multi-Input combinational cell | 299 | 1970 | 47.7 |
| Timing Repair Buffer | 96 | 951 | 23.0 |
| Sequential cell | 47 | 941 | 22.7 |
| Tap cell | 99 | 124 | 2.99 |
| Clock buffer | 8 | 96.3 | 2.33 |
| Inverter | 11 | 41.3 | 0.998 |
| Clock inverter | 2 | 11.3 | 0.272 |
flip-flops by register name (all words and copies together) (netlist names):
name      count
CNT          32
LCD_DATA      8
LCD_RS        1
LCD_RW        1
STATE         5
report_power, final:
part	total (mW)	switching (mW)	internal, mW
clock network	0.335	0.172	0.162
registers	0.486	0.00366	0.483
logic	0.210	0.0922	0.118
Yosys cell counts, types with 3 or more instances:
library cell / count / share of area [%]
dfxtp_1: 47 / 30
nor2_1: 34 / 4.1
a21oi_1: 26 / 4.2
nand2_1: 22 / 2.7
nand3_1: 22 / 3.5
xnor2_1: 14 / 4.0
clkbuf_1: 13 / 1.6
nand4_1: 13 / 2.6
and3_1: 12 / 2.4
inv_1: 12 / 1.5
o21ai_0: 12 / 1.9
a22oi_1: 11 / 2.7
nand3b_1: 10 / 2.4
nor3_1: 10 / 1.6
xor2_1: 9 / 2.5
and4_1: 8 / 2.3
buf_2: 8 / 1.3
and2_1: 7 / 1.4
nor2b_1: 7 / 1.4
mux2i_1: 6 / 1.9
nor4_2: 6 / 2.4
nor4_1: 5 / 1.0
a221oi_1: 4 / 1.1
ha_1: 4 / 1.6
o21a_1: 4 / 0.97
o31ai_1: 4 / 0.97
a31oi_1: 3 / 0.60
buf_6: 3 / 1.1
o221ai_1: 3 / 0.85
o22ai_1: 3 / 0.60
or3_1: 3 / 0.60
layer usage:
layer,global-route usage [%],up-vias
li1,-,1599
met1,39.9,1482
met2,39.8,89
met3,3.35,9
met4,2.42,0
met5,0,-
critical path, stage by stage:
cell and delay, ns:
clkbuf_8 0.13, clkbuf_8 0.16, inv_1 0.05, clkdlybuf4s50_1 0.44
