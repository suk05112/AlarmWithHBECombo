==> flow/design.v <==
module SET_ARM(RESETN, CLK, up, douwn, shift, OK, STATE,
					HOUR, MIN, SEC,					 
					ARM_HOUR, ARM_MIN, ARM_SEC,	 
					shift_num,a,
					piezo);
input [2:0]STATE;
input RESETN, CLK, up, douwn, shift, OK;
input [6:0]HOUR, MIN, SEC;  
output [6:0]ARM_HOUR, ARM_MIN, ARM_SEC;
output piezo;
output [3:0]shift_num;
wire piezo;
reg BUFF;
reg [6:0]ARM_HOUR, 	ARM_MIN, 	ARM_SEC;
reg [6:0]SAVE_HOUR, 	SAVE_MIN, 	SAVE_SEC;
reg [3:0]shift_num = 0;
reg flag;
output a;
reg a;
reg up_work;
integer CNT_SOUND;
always @(posedge CLK)
	begin
	if(~RESETN)
		begin
			BUFF = 1'b0;
			CNT_SOUND = 0;
		end
	else
		begin
			if(CNT_SOUND >= flag)
				begin
					CNT_SOUND = 0;
					BUFF = ~BUFF;
				end
			else
				CNT_SOUND = CNT_SOUND +1;
		end
	end
assign piezo=BUFF;
always@(posedge CLK)
begin
	if(~RESETN)
		begin
		flag=500;
		a = 0;
		end
	else
		begin
			if((HOUR==SAVE_HOUR)&&(MIN==SAVE_MIN)&&(SEC == SAVE_SEC))
				begin
				flag = 1;
				a = 1;
				end
			if(OK>0 && STATE == 0)
				begin
				flag = 500;
				a = 0;
				end
		end
end
always@(posedge CLK) 	 
begin
	if(~RESETN)begin
		SAVE_HOUR=0;
		SAVE_MIN=0;
		SAVE_SEC=0;
		end
	else if(STATE ==2&&OK>0)
		begin
			SAVE_HOUR =ARM_HOUR;
			SAVE_MIN = ARM_MIN;
			SAVE_SEC = ARM_SEC;
		end
end
always@(posedge CLK) 	
begin
	if(STATE !=2) 
		begin
			ARM_HOUR = SAVE_HOUR;
			ARM_MIN = SAVE_MIN;
			ARM_SEC = SAVE_SEC;
		end
	else if(up)
		begin
			if(shift_num == 1)
				ARM_HOUR = (ARM_HOUR + 1)%24;
			else if(shift_num == 2)
				ARM_MIN = (ARM_MIN+1)%60;
			else if(shift_num == 3)
				ARM_SEC = (ARM_SEC+1)%60;
		end
end
always@(posedge shift)
begin
	if(~RESETN)
		shift_num = 0;
	else
		begin
			shift_num=(shift_num)%3+1;
		end
end
endmodule
==> flow/run.sh <==
#!/bin/bash
# OpenROAD 26Q1-2900-gdf79404cd8, Yosys 0.63+post, stock flow scripts
make -C /OpenROAD-flow-scripts/flow DESIGN_CONFIG=/design/flow/config.mk WORK_HOME=/design/flow/orfs finish
==> flow/config.mk <==
export PLATFORM = sky130hd
export DESIGN_NAME = SET_ARM
export DESIGN_NICKNAME = SET_ARM
export VERILOG_FILES = /design/flow/design.v
export SDC_FILE = /design/flow/constraint.sdc
export NUM_CORES = 4
export LEC_CHECK = 1
export CORE_UTILIZATION = 50
==> flow/constraint.sdc <==
current_design SET_ARM

set clk_period 6.7
set clk_io_pct 0.2

create_clock -name clk0 -period $clk_period [get_ports {CLK}]
create_clock -name clk1 -period $clk_period [get_ports {shift}]

set non_clock_inputs [all_inputs -no_clocks]
set_input_delay [expr $clk_period * $clk_io_pct] -clock clk0 $non_clock_inputs
set_output_delay [expr $clk_period * $clk_io_pct] -clock clk0 [all_outputs]
==> flow_metrics.rpt <==
IMPLEMENTATION SUMMARY REPORT
----------------------------------------------------
[Synth]
  Tally of yosys warning messages ........................ 1
  Mean cell area of the mapped netlist ........................ between 9 and 10 um2
  Area figure in the yosys stat output ........................ 0.00432 mm2
  Post-synth regs ........................ approximately 80
  Gate Count Post-Synth ........................ around 470
  Cell type with the largest total area after synthesis ........................ sky130_fd_sc_hd__dfxtp_1
  Post-synth tally of flip-flops with integrated enable ........................ 21
  Synth top area share ........................ 0.273
  Post-synthesis async set-or-reset flop share ........................ 0
  Sequential-to-total area share from yosys stat ........................ 0.419
  Dominant cells by area after synthesis ........................ sky130_fd_sc_hd__dfxtp_1, sky130_fd_sc_hd__edfxtp_1, sky130_fd_sc_hd__nand2_1, sky130_fd_sc_hd__ha_1, sky130_fd_sc_hd__xnor2_1
  Most frequently used flop master after synthesis ........................ sky130_fd_sc_hd__dfxtp_1
  Distinct cell type count of the synthesized netlist ........................ ~68
  Yosys stat cell total ........................ 468
  Cell area after synthesis ........................ between 0.004 and 0.005 mm2

[Final timing]
  Unrepaired setup endpoints after global routing ........................ false
  Aggregate negative setup slack ........................ 0 ns
  Worst slew margin ........................ 0.463
  Final Skew ........................ roughly 0.013 ns
  Worst-Margin Slew ........................ between 0.8 and 0.9 ns
  Number of pins with negative max-slew slack in the final report ........................ 0
  Worst hold slack ........................ between 0.4 and 0.5 ns
  Final tally of hold violations ........................ 0
  Setup violations, final ........................ 0

[Placement]
  Count of buffers inserted at the top-level ports ........................ ~54
  Half-perimeter wire length after placement ........................ approximately 7.5 mm
  Placed Instances ........................ between 600 and 700
  Final weighted congestion in routability-driven placement ........................ approximately 0.87
  Placed cell area ........................ 0.00511 mm2

[Critical path]
  Type of destination of the critical path ........................ flip-flop
  Slowest cell delay on critical path ........................ approximately 0.60 ns
  Type of the worst setup path ........................ flip-flop to flip-flop
  Kind of cell adding the most delay to the critical path ........................ simple AND/OR/NAND/NOR gates
  Worst path bufs/invs ........................ 4
  Reg-to-reg setup timing slack ........................ 0.65 ns
  Critical Path Source Type ........................ flip-flop
  Worst-case reg-to-reg path depth ........................ 28
  Critical path's most frequent cell ........................ sky130_fd_sc_hd__ha_1
  Slowest CP cell ........................ sky130_fd_sc_hd__or4b_4
  Destination of the worst register-to-register timing path ........................ ARM_HOUR[4]
  Crit Path Max Fanout ........................ 13
  Required time worst endpoint ........................ between 6 and 7 ns
  Critical path arrival ........................ around 6.1 ns
  Startpoint of the worst register-to-register path ........................ shift_num[0]

[Power and ir drop]
  Maximum resistive drop on vdd ........................ 0.000259 V
  Power density over the cells ........................ slightly above 400 mW/mm2
  Leakage power total ........................ approximately 2.1 nW

[CTS]
  Post-CTS setup buffers ........................ 0
  Hold-fix buffer count after cts ........................ 0
  TritonCTS clock tree ........................ done
  Worst-path clk slew ........................ 0.08 ns
  Clock Sink Count ........................ around 80

[Status]
  Run status ........................ finished clean

[Job]
  Max-Cap Viols ........................ 0
  Number of warnings the tools reported ........................ 33

[Global route]
  Vias in the first global route ........................ roughly 3,500
  GRT Util Overall ........................ 0.252
  First-pass GRT wire length ........................ around 17 mm
  Antenna violations before repair ........................ 0
  Maximum number of pins on one net before global-route repair ........................ 30
  GRT Residual Overflow ........................ 0

[Cells and area]
  Filler-free cell count of the finished design ........................ approximately 670
  Fraction of final layout cells sized beyond drive strength 1 ........................ 0.0941
  Layout fillers ........................ approximately 690
  Area growth from synthesis to layout ........................ 24.4%
  Final design utilization ........................ 0.648
  Top cell excl fill/tap ........................ sky130_fd_sc_hd__nand2_1
  Final instance area ........................ roughly 0.0054 mm2
  Top logic cells by instance count in the layout ........................ sky130_fd_sc_hd__nand2_1, sky130_fd_sc_hd__dfxtp_1, sky130_fd_sc_hd__clkdlybuf4s50_1

[Route]
  Via/cell ratio ........................ about 5.5
  Total via count after detailed routing ........................ around 3,700
  Residual DRC count ........................ 0
  First-pass iteration count of the detailed router ........................ 4
  Violation tally from detailed-route iteration zero ........................ 146
  Ant. Diodes ........................ 0
  Detail-routed net length per standard cell ........................ ~15 um
  Post-DRT Antenna Nets ........................ 0
  Routed Wire Length ........................ 10.1 mm

[Floorplanning]
  Die Y ........................ 95.0 um
  FP Rows ........................ 33
  Die width ........................ between 90 and 100 um
  Number of top-level design ports ........................ 57
  Starting density of the core ........................ 0.521
  Placeable core area ........................ around 0.0083 mm2
  Total die size ........................ 0.00902 mm2

[Worst hold path]
  HP Start ........................ CNT_SOUND[0]
  Number of instances on the worst hold path ........................ 1
  Classification of the worst-slack hold path ........................ flip-flop to flip-flop
  Hold endpoint ........................ CNT_SOUND[0]

----------------------------------------------------
-- Yosys cell counts, drive strengths merged (6+ instances only) --
cell    number
xnor2       27
nor2b       10
nor3        10
a21oi       16
nand2       70
inv         12
nand3        6
ha          19
xor2         6
o21ai       13
clkbuf      11
edfxtp      21
dfxtp       59
nor2        43
and2         7
nand4        7
a21boi      22
buf          7
nor4        15
-- area by class of cell --
cell class / count / area (um2) / share of cell area
well taps: 105 / 131 / 0.0244
clock buffers: 15 / 240 / 0.0447
clock inverters: 3 / 20.0 / 0.00372
flip-flops and latches: 80 / 1810 / 0.337
repair buffers: 67 / 638 / 0.119
multi-input cells: 385 / 2480 / 0.461
inverters: 13 / 53.8 / 0.0100
-- state kept, by name, indices dropped and copies added (netlist names) --
signal	count
shift_num	4
BUFF	1
SAVE_MIN	7
SAVE_SEC	7
ARM_MIN	7
ARM_HOUR	7
SAVE_HOUR	7
a	1
ARM_SEC	7
CNT_SOUND	32
-- power breakdown --
group | switching (W) | internal [W]
combinational | 0.000655 | 0.000502
sequential | 0.0000558 | 0.000551
clock | 0.000169 | 0.000239
total | 0.000880 | 0.00129
-- stage by stage --
stage | total power (W) | setup WS (ns)
final | 0.00217 | 0.654
after global routing | 0.00236 | 0.106
after CTS | 0.00217 | 0.544
after detailed placement | 0.00176 | 0.437
after global placement | 0.00175 | 0.465
after floorplan | 0.00145 | 0.519
-- worst max path at each step --
| stage | start | to | slack (ns) | depth (start not counted) |
|---|---|---|---|---|
| CTS | shift_num[0] | ARM_HOUR[4] | 0.54 | 26 |
| finish | shift_num[0] | ARM_HOUR[4] | 0.65 | 28 |
| global route | shift_num[0] | ARM_MIN[4] | 0.11 | 28 |
-- per-layer routing --
metal  global-route usage  share of wire
met4               0.0366          0.013
met2                0.395           0.47
met3               0.0743          0.072
met5                    0              0
met1                0.367           0.45
-- cell families after synthesis --
group / after synthesis / synth area share
AOI/OAI and AO/OA: 106 / 0.186
adders and majority gates: 19 / 0.0550
buffers and inverters: 31 / 0.0324
and+or+nand+nor: 190 / 0.219
xor gates and xnor gates: 33 / 0.0669
DFF: 80 / 0.419
muxes: 8 / 0.0206
other: 1 / 0.000868
-- what timing repair did --
item                                    in CTS  in global routing
endpoints found under the setup margin       0                  6
endpoints found under the hold margin        0                  0
gates resized                                0                  2
Power figures rest on the tool's default switching activity, not on a simulated workload.
